==> flow/design.v <==
module ps2_bus #(BYTE_DELAY = 80) (   
	input clock_quarter, reset, tx_valid,  
	input[7:0] tx_payload,   
	output[7:0] rx_payload,   
	output rx_valid, tx_ready,  
	output reg tx_failed,   
	inout tri PS2_CLK, PS2_DAT   
);
localparam
	BUS_IDLE = 3'b001,
	BUS_SEND = 3'b010,
	BUS_READ = 3'b100;
reg[2:0] curr_state, next_state;
wire tx_idel, tx_abort, tx_finish;
wire rx_idel, rx_failed, rx_finish;
reg clk_sync;
reg[7:0] delay_cnt, tx_latch;
wire start_tx = curr_state == BUS_SEND && tx_idel && delay_cnt > BYTE_DELAY;
wire start_rx = curr_state == BUS_READ && rx_idel;
assign tx_ready = curr_state == BUS_IDLE;
assign rx_valid = rx_finish & !rx_failed;
always @(posedge clock_quarter, posedge reset)
	if (reset)
		curr_state <= BUS_IDLE;
	else
		curr_state <= next_state;
always @ *
	case (curr_state)
		BUS_IDLE:
			if (!clk_sync)
				next_state = BUS_READ;
			else if (tx_valid)
				next_state = BUS_SEND;
			else
				next_state = BUS_IDLE;
		BUS_SEND:
			if (tx_finish || tx_abort)
				next_state = BUS_IDLE;
			else
				next_state = BUS_SEND;
		BUS_READ:
			if (rx_finish)
				next_state = BUS_IDLE;
			else
				next_state = BUS_READ;
		default:next_state = BUS_IDLE;
	endcase
always @(posedge clock_quarter, posedge reset)
	if (reset)   
		delay_cnt <= 0;
	else if (rx_finish | tx_finish)   
		delay_cnt <= 0;
	else
		delay_cnt <= delay_cnt + 1;
always @(posedge clock_quarter)
	clk_sync <= PS2_CLK;   
always @(posedge clock_quarter, posedge reset)
	if (reset)
		tx_latch <= 0;
	else if (curr_state == BUS_IDLE && tx_valid)   
		tx_latch <= tx_payload;
	else
		tx_latch <= tx_latch;
always @(posedge clock_quarter, posedge reset)
	if (reset)
		tx_failed <= 0;
	else if (curr_state == BUS_SEND)
		tx_failed <= tx_failed | tx_abort;
	else if (curr_state == BUS_IDLE && tx_valid)
		tx_failed <= 0;
	else
		tx_failed <= tx_failed;
ps2_tx transmitter(
	.PS2_CLK(PS2_CLK), 
	.PS2_DAT(PS2_DAT),
	.start(start_tx),
	.abort(tx_abort),
	.ready(tx_idel),
	.finish(tx_finish),
	.buffer(tx_latch),
	.reset(reset),
	.clock_quarter(clock_quarter)
);
ps2_rx receiver(
	.PS2_CLK(PS2_CLK), 
	.PS2_DAT(PS2_DAT),
	.start(start_rx),
	.faild(rx_failed),
	.ready(rx_idel),
	.finish(rx_finish),
	.buffer(rx_payload),
	.reset(reset),
	.clock_quarter(clock_quarter)
);
endmodule
module ps2_rx #(DATA_TIMEOUT = 20) (
	input clock_quarter, reset, start,
	output ready, faild, finish,  
	output reg[7:0] buffer,   
	inout tri PS2_CLK, PS2_DAT
);
localparam 
	IDLE   = 6'b000001,
	START  = 6'b000010,
	DATA   = 6'b000100,
	PARITY = 6'b001000,
	STOP   = 6'b010000,
	ACK    = 6'b100000;
reg[7:0] wait_cnt;
reg[5:0] curr_state, next_state;
reg[2:0] byte_cnt;   
reg[1:0] bit_cnt;   
reg clk_sync, dat_sync;
reg parity_read;
wire bit_finish = bit_cnt == 2'b11;
wire rx_timeout = wait_cnt > DATA_TIMEOUT;
assign PS2_CLK = (^bit_cnt) ? 1'b0 : 1'bz;
assign PS2_DAT = (curr_state == ACK && bit_cnt) ? 1'b0 : 1'bz;
assign ready = curr_state == IDLE;
assign finish = rx_timeout || (bit_finish && curr_state == ACK);
assign faild  = rx_timeout || (bit_finish && (
	(curr_state == PARITY  && (^buffer) != dat_sync) |
	(curr_state == STOP    && !dat_sync)));
always @(posedge clock_quarter)
	begin
	  	clk_sync <= PS2_CLK;
		dat_sync <= PS2_DAT;
	end
always @(posedge clock_quarter)
	if (curr_state != IDLE && curr_state != START)
		bit_cnt <= bit_cnt + 1;
	else
		bit_cnt <= 0;
always @(posedge clock_quarter)
	if (curr_state != DATA)
		byte_cnt <= 0;
	else if (bit_finish)
		byte_cnt <= byte_cnt + 1;
	else
		byte_cnt <= byte_cnt;
always @(posedge clock_quarter, posedge reset)
	if (reset)
		buffer <= 8'h0;
	else if (curr_state == START)
		buffer <= 8'h0;
	else if (curr_state == DATA && bit_finish)  
		buffer <= {dat_sync, buffer[7:1]};   
	else
		buffer <= buffer;
always @(posedge clock_quarter)
	if (curr_state != START)
		wait_cnt <= 0;
	else
		wait_cnt <= wait_cnt + 1;
always @ (posedge clock_quarter, posedge reset)
	if (reset)
		curr_state = IDLE; 
	else
		curr_state = next_state;
always @ *
	case (curr_state)
		IDLE: 
			if (start)
				next_state = START;
			else
				next_state = IDLE;
		START:
			if (clk_sync && !dat_sync)
				next_state = DATA;
			else if (rx_timeout)
				next_state = IDLE;
			else
				next_state = START;
		DATA:
			if (byte_cnt == 3'd7 && bit_finish)
				next_state = PARITY;
			else
				next_state = DATA;
		PARITY:
			if (bit_finish)
			 	next_state = STOP;
			else
				next_state = PARITY;
		STOP:
			if (bit_finish)
				next_state = ACK;
			else
				next_state = STOP;
		ACK:
			if (bit_finish)
				next_state = IDLE;
			else
				next_state = ACK;
		default: next_state = IDLE;
	endcase
endmodule
module ps2_tx(
	input start, clock_quarter, reset,
	input[7:0] buffer,   
	output ready, finish,
	output abort,   
	inout tri PS2_CLK, 
	inout reg PS2_DAT
);
localparam 
	IDLE   = 6'b000001,
	START  = 6'b000010,
	DATA   = 6'b000100,
	PARITY = 6'b001000,
	STOP   = 6'b010000,
	DELAY  = 6'b100000;
reg tx_en;   
reg[5:0] curr_state, next_state;
reg[2:0] byte_cnt;   
reg[1:0] bit_cnt;   
wire bit_finish = bit_cnt == 2'b11;
wire tx_delay = curr_state == DELAY;
assign ready = curr_state == IDLE;			
assign finish = curr_state == STOP && bit_finish;
assign abort = !tx_delay && bit_finish && !PS2_CLK;   
assign PS2_CLK = (^bit_cnt) ? 1'b0 : 1'bz;
always @ *   
	if (!tx_en)
		PS2_DAT = 1'bz;
	else if (curr_state == START)
		PS2_DAT = 1'b0;
	else if (curr_state == DATA)
		PS2_DAT = buffer[byte_cnt] ? 1'bz : 1'b0;
	else if (curr_state == PARITY)
		PS2_DAT = (^buffer) ? 1'b0 : 1'bz;
	else
		PS2_DAT = 1'bz;
always @ (posedge start, posedge tx_delay)
	if (tx_delay)
		tx_en <= 0;
	else
		tx_en <= 1;
always @ (posedge clock_quarter)
	if (tx_en && curr_state != IDLE)
		bit_cnt <= bit_cnt + 1;
	else
		bit_cnt <= 0;
always @ (posedge clock_quarter)
	if (curr_state != DATA)
		byte_cnt <= 0;
	else if (bit_finish)
		byte_cnt <= byte_cnt + 1;
	else
		byte_cnt <= byte_cnt;
always @ (posedge clock_quarter, posedge reset)
	if (reset)
		curr_state = DELAY; 
	else
		curr_state = next_state;
always @ *
	if (abort)
		next_state = DELAY;
	else 
	case (curr_state)
		IDLE: 
			if (tx_en)
				next_state = START;
			else
				next_state = IDLE;
		START:
			if (bit_finish)
				next_state = DATA;
			else
				next_state = START;
		DATA:
			if (byte_cnt == 3'd7 && bit_finish)
				next_state = PARITY;
			else
				next_state = DATA;
		PARITY:
			if (bit_finish)
			 	next_state = STOP;
			else
				next_state = PARITY;
		STOP:
			if (bit_finish)
				next_state = DELAY;
			else
				next_state = STOP;
		DELAY:
			next_state = IDLE;   
		default: next_state = DELAY;
	endcase
endmodule
==> flow/run.sh <==
#!/bin/bash
# OpenROAD 26Q1-2900-gdf79404cd8, Yosys 0.63+post, stock flow scripts
make -C /OpenROAD-flow-scripts/flow DESIGN_CONFIG=/design/flow/config.mk WORK_HOME=/design/flow/orfs finish
==> flow/config.mk <==
export PLATFORM = sky130hd
export DESIGN_NAME = ps2_bus
export DESIGN_NICKNAME = ps2_bus
export VERILOG_FILES = /design/flow/design.v
export SDC_FILE = /design/flow/constraint.sdc
export NUM_CORES = 4
export LEC_CHECK = 1
export CORE_UTILIZATION = 30
==> flow/constraint.sdc <==
current_design ps2_bus

set clk_period 3.0
set clk_io_pct 0.2

create_clock -name clk0 -period $clk_period [get_ports {clock_quarter}]

set non_clock_inputs [all_inputs -no_clocks]
set_input_delay [expr $clk_period * $clk_io_pct] -clock clk0 $non_clock_inputs
set_output_delay [expr $clk_period * $clk_io_pct] -clock clk0 [all_outputs]
==> results.toml <==
# implementation run metrics
[status]
status = "completed"

[timing]
tns_ns = 0
fmax_mhz = 382
worst_slack_ns = 0.384
unclocked_regs = 1
fin_skew_ns = 0.00639
grt_setup_unrepaired = "no"
finalHoldViolations = 0
fin_crit_sh_pct = 87.2
finalCriticalPeriod_ns = 2.62
finalSetupViolations = 0
slew_viol_final = 0
timing.hold.ws_ns = 0.430

[layout]
areaGrowthSynthToFinish_pct = 9.47
drive_above_1_share_pct = 7.39
finalNonFillerCells = 278
design_area_mm2 = 0.00211

[setup_path]
r2r-start = "transmitter.bit_cnt[0]"
timing.rr.end = "curr_state[0]"
critPathRequiredTime_ns = 2.40
reg2regPathDepth = 4
path_class = "reg -> out"
worst-path-max-fanout = 4
cp-end-kind = "output port"
worstSetupStartpointType = "flip-flop"
critPathArrivalTime_ns = 2.02
r2r_slack_ns = 1.34

[clocking]
clockBufferDepth = 2
hold_buffers = 0
htreeDepth = 2
cts_root_buffer = "clkbuf_8"
insertion_delay_ns = 0.29
cts_made_buffers = 5
path_clk_slew_ns = 0.08
cts_tree = "yes"
postCtsSetupRepairBufs = 0
cts_resized = 0

[place]
dp.cells = 270
routabilityCongestion = 0.784
place_area_mm2 = 0.00202
dpl.hpwl_mm = 2.01
portBuffers = 5
place_ws_ns = 0.614

[yosys]
synth_cell_types = 38
yosys-top-cells-area = "dfrtp_1, dfxtp_1, ha_1, nor2_1, dfstp_2"
yosysCellCount = 193
synthCells = 193
syn_area_per_cell_um2 = 9.99
ys_seq_share_pct = 51.3
synth-seq-cells = 43
yosysWarnings = 12
synth_top_cell_by_area = "dfrtp_1"
yosysTopAreaCellShare_pct = 28.6
netlist_area_mm2 = 0.00193
yosys_area_mm2 = 0.00193

[route]
drc = 0
via_per_inst = 4.38
wl_mm = 2.95
first_iter_violations = 107
antenna_left = 0
avgRoutedWirePerCell_um = 10.6
drtPass1Iterations = 4
vias = 1219
antenna_cells = 0

[power]
leakage_nw = 0.934
peakVddDrop_mv = 0.271
power_density_mw_per_mm2 = 448

[min_path]
min_path_cells = 1
hp-class = "reg -> reg"
hold_path_startpoint = "receiver.bit_cnt[0]"
min_delay_worst_endpoint = "receiver.bit_cnt[0]"

[grt]
antenna_found_initial = 0
grt_max_degree = 25
grt_pass1_vias = 1119
grt_pass1_wl_mm = 5.07
gr-total-overflow = 0
grt_usage_pct = 9.88

[run]
tool_warnings = 36
maxCapViolations = 0

[die]
die_h_um = 82.2
die_x_um = 82.2
dieArea_mm2 = 0.00675
num_rows = 28
fp_util_pct = 31.8
fp.coreArea_mm2 = 0.00606
ioPinCount = 24
## registers in the layout, summed over array words and instances, names as in the netlist, named ones only
signal	cells
delay_cnt	8
receiver.wait_cnt	8
transmitter.curr_state	6
receiver.curr_state	4
curr_state	3
receiver.byte_cnt	3
transmitter.byte_cnt	3
receiver.bit_cnt	2
transmitter.bit_cnt	2
transmitter.tx_en	1
tx_failed	1
## per-stage QoR
| step | total power [mW] | util [%] |
|---|---|---|
| 2_1_floorplan | 0.588 | - |
| 3_3_place_gp | 0.585 | 33.3 |
| 3_5_place_dp | 0.585 | 33.3 |
| 4_1_cts | 0.963 | 34.8 |
| 5_1_grt | 0.991 | 34.8 |
| 6_report | 0.945 | 34.8 |
## routing by layer
layer	routed length [um]	vias up	global-route usage (%)
met2	1230	15	13.6
met4	40	0	1.75
met1	1580	565	16.3
li1	-	634	-
met3	98	5	2.23
met5	0	-	0
## worst max path at each step
stage	startpoint	endpoint	slack, ns	cells after the start
global route	receiver.wait_cnt[0]	rx_valid	0.20	7
finish	receiver.wait_cnt[0]	rx_valid	0.38	7
CTS	receiver.wait_cnt[0]	rx_valid	0.28	7
## cell usage after synthesis, drive strengths merged
| master | number |
|---|---|
| a41oi | 1 |
| nor2 | 29 |
| a41o | 1 |
| a31oi | 1 |
| inv | 16 |
| a32o | 1 |
| or3 | 3 |
| o22ai | 1 |
| nand3b | 1 |
| dfxtp | 18 |
| dfstp | 3 |
| nand4b | 1 |
| mux2i | 4 |
| nor3 | 2 |
| a21o | 1 |
| buf | 11 |
| mux2 | 2 |
| a21boi | 2 |
| xor2 | 7 |
| o21ai | 7 |
| a22oi | 1 |
| nand4 | 1 |
| nor2b | 4 |
| clkbuf | 2 |
| a21oi | 2 |
| xnor2 | 7 |
| nand2 | 11 |
| conb | 2 |
| ha | 11 |
| nor4 | 2 |
| dfrtp | 22 |
| a211oi | 2 |
| nand3 | 9 |
| o31ai | 1 |
| and3 | 4 |
## cells in the final DEF, fill, tap and decap left out, types with 3 or more instances in the layout
cell type / count
xor2_1: 7
o21ai_0: 7
dfxtp_1: 18
xnor2_1: 7
nor2_1: 29
nor2b_1: 4
clkbuf_8: 6
inv_1: 16
dfrtp_1: 22
dfstp_2: 3
mux2i_1: 4
and3_1: 4
nand2_1: 11
clkdlybuf4s50_1: 5
conb_1: 11
ha_1: 11
nand3_1: 9
## logic make-up (layout without fill, tap and decap cells)
logic type               Yosys count  in the layout  share of synthesized area [%]
flip-flops                        43             43                           51.3
buffers and inverters             29             30                           7.98
adder cells (fa/ha/maj)           11             11                           7.14
multiplexers                       6              6                           3.24
XOR/XNOR                          14             14                           6.36
other                              2             11                          0.390
AND-OR/OR-AND                     21             21                           7.20
AND/OR/NAND/NOR                   67             67                           16.4
## final cells by class
cell class                 instances  area, um2
timing repair buffer               6       57.6
clock inverter                     1       5.00
tap                               75       93.8
clock buffer                       7       86.3
inverter                          16       60.1
sequential                        43        990
fill                             591       3950
multi-input combinational        130        818
## worst max-delay path, cell delays in order, from the launching register on
cell	delay (ns)
dfxtp_1	0.33
inv_1	0.06
ha_1	0.13
nor2b_1	0.04
o21ai_0	0.29
nand3b_1	0.16
nor3_1	0.21
clkdlybuf4s50_1	0.50
## where the power goes
group / switching, mW / total [mW] / internal, mW
sequential: 0 / 0.562 / 0.562
combinational: 0.00700 / 0.0102 / 0.00322
clock: 0.186 / 0.372 / 0.186
total: 0.193 / 0.945 / 0.751
Power and IR drop assume default switching activity.
