--- /design/flow/run.sh ---
#!/bin/bash
# OpenROAD 26Q1-2900-gdf79404cd8, Yosys 0.63+post, stock flow scripts
make -C /OpenROAD-flow-scripts/flow DESIGN_CONFIG=/design/flow/config.mk WORK_HOME=/design/flow/orfs finish
--- /design/flow/config.mk ---
export PLATFORM = sky130hd
export DESIGN_NAME = scan_key
export DESIGN_NICKNAME = scan_key
export VERILOG_FILES = /design/flow/design.v
export SDC_FILE = /design/flow/constraint.sdc
export NUM_CORES = 4
export LEC_CHECK = 1
export CORE_UTILIZATION = 40
--- /design/flow/constraint.sdc ---
current_design scan_key

set clk_period 4.2
set clk_io_pct 0.2

create_clock -name clk0 -period $clk_period [get_ports {clock}]

set non_clock_inputs [all_inputs -no_clocks]
set_input_delay [expr $clk_period * $clk_io_pct] -clock clk0 $non_clock_inputs
set_output_delay [expr $clk_period * $clk_io_pct] -clock clk0 [all_outputs]
--- /design/flow/design.v ---
module scan_key(
	input clock, reset, enabled,
	input[20:0] COL,
	output[5:0] ROW,
	output reg[103:1] key_down
);
reg[2:0] row_cnt;
reg[20:0] col_sync;
always @(posedge clock, posedge reset)
	if (reset)
		row_cnt <= 0;
	else if (row_cnt >= 5)
		row_cnt <= 0;
	else
		row_cnt <= row_cnt + 1;
assign ROW = enabled ? ~(6'h1 << row_cnt) : 6'b111111;
always @(posedge clock)
	col_sync <= COL;
always @(posedge clock, posedge reset)
	if (reset)
		key_down = 0;
	else begin: key_decode
		key_down = key_down;
		case (row_cnt)
			1: begin
				key_down[1] = col_sync[0];
				key_down[16:2] = col_sync[16:2];
			end
			2: begin
			  	key_down[37:17] = col_sync[20:0];
			end
			3: begin
			  	key_down[58:38] = col_sync[20:0];
			end
			4: begin
			  	key_down[70:59] = col_sync[11:0];
				key_down[71] = col_sync[13];
				key_down[74:72] = col_sync[19:17];
			end
			5: begin
			  	key_down[85:75] = col_sync[10:0];
				key_down[86] = col_sync[13];
				key_down[87] = col_sync[15];
				key_down[90:88] = col_sync[19:17];
			end
			0: begin
				key_down[93:91] = col_sync[2:0];
				key_down[94] = col_sync[5];
				key_down[96:95] = col_sync[10:9];
				key_down[101:97] = col_sync[17:13];
				key_down[103:102] = col_sync[20:19];
			end
			default: key_down = key_down;
		endcase
	end
endmodule
==> notes.md <==
impl run done, here's what came out: Hold Path Class=flip-flop to flip-flop, drt wl/cell=17.0 um, highest cell delay on the worst timing path=490 ps, total of max-cap violations=0, Placed Instance Area=approximately 0.0060 sq mm, Congestion Overflow GR=0, Worst Path Arrival=1920 ps, fin worst setup slack=1440 ps, kind of launch point of the worst setup path=primary input, share of layout cells above drive strength 1=34.0%, Inserted Diodes=0, final standard cell area without fillers=0.00658 sq mm, chip footprint=0.0118 sq mm, starting DRC count in detailed routing=63, largest voltage drop on the vdd net=between 300 and 400 uV, type of element capturing the critical path=output pin, count of boundary I/O pins=between 100 and 150, most frequent cells in the layout=sky130_fd_sc_hd__clkdlybuf4s50_1, sky130_fd_sc_hd__dfrtp_1, sky130_fd_sc_hd__mux2_2, number of max-slew violations in the final report=0, number of H-tree levels=4, weighted congestion at the end of routability-driven global placement=0.791, power density over the cells=approximately 450 mW/mm^2, via count of the first global-routing pass=around 2.8k, TritonCTS clock tree=done, vias per inst=4.76, outcome=finished clean, overall die height=109 um, series of cell instances along the critical path=clkdlybuf4s50_1 > nand3_1 > clkdlybuf4s50_1, antenna violations before repair=0, global-route wire length before repair=15100 um, cell occurring most often along the worst timing path=sky130_fd_sc_hd__clkdlybuf4s50_1, RSZ-0062 raised after global routing=no, cell type with the highest aggregate area in the netlist=sky130_fd_sc_hd__dfrtp_1, filler-free cell count of the finished design=561, Crit path depth=3, Core Footprint=0.0109 sq mm, Synth Register Bits=127, most common library cell in the layout ignoring fill and taps=sky130_fd_sc_hd__clkdlybuf4s50_1, cell count after placement=about 530, part of the Yosys area used for sequential elements=67.6%, biggest area contributors in the synthesized netlist=sky130_fd_sc_hd__dfrtp_1, sky130_fd_sc_hd__mux2_2, sky130_fd_sc_hd__dfxtp_1, sky130_fd_sc_hd__mux2_4, sky130_fd_sc_hd__ha_1, number of instances in the synthesized netlist=~260, Port Buf Inserts=132, post-synthesis area per instance=between 15 and 20 sq um, leakage=about 2.8 nW, number of CTS-inserted buffers=17, number of sinks handled by clock tree synthesis=127, cell with the largest stage delay on the worst path=sky130_fd_sc_hd__clkdlybuf4s50_1, Layout area overhead=44.7%, number of distinct library cells after synthesis=18, overall fraction of global-route tracks in use=17.9%, class of the most critical setup path=primary input to output pin, chip area from the yosys synthesis statistics=roughly 0.0045 sq mm, Clk Latency, worst-skew pair=around 400 ps, pre-CTS worst setup slack=about 1400 ps, router iterations before antenna repair=4, hold violation count in the final report=0, worst r2r path cells=4, clock skew=5.71 ps, total cells reported by yosys after synthesis=roughly 260, DRC violations left=0, fmax=0.362 GHz, maximum number of pins on one net before global-route repair=50, number of antenna-violating nets in the routed design=0, Data required, critical path=3360 ps, worst max-slew margin expressed relative to the limit=61.0%, total via count in the routed design=2669, half-perimeter wire length after detailed placement=6000 um, number of hold-repair buffers added at the cts stage=0, final wirelength=9550 um, chip width=109 um, Post CTS Setup Buffer Count=0, tally of OpenROAD warnings=28, Clock Tree Root=sky130_fd_sc_hd__clkbuf_16, Synth Warn #=1, Placement Rows=38, cell family with most CP delay=buffers and inverters, hold depth=1, number of buffer and inverter stages on the critical path=2, final clock period utilization by the worst path=65.8%, Clock Pin Slew Worst Setup and Hold Paths=60 ps, cell area after synthesis=0.00454 sq mm, share of Yosys cell area claimed by the top area cell type=just under 60%, number of gates given a new drive strength after cts=0, Max Buffers Root-to-Sink=2, Critical Path Fanout Max=6, Least-Margin Pin Slew=586 ps, final setup TNS=0 ps, starting density of the core=41.6%, min cycle time layout=around 2800 ps, Setup-failing EPs final=0
[report_power, final]
| part | switching [mW] | internal [mW] |
|---|---|---|
| Clock | 0.519 | 0.948 |
| Combinational | 0.0423 | 0.139 |
| Sequential | 0.0386 | 1.28 |
[final timing paths]
check | startpoint | to | slack, ps
worst max-delay path | enabled | ROW[2] | 1440
worst min-delay path | key_down[36]$_DFFE_PP0N_ | key_down[36]$_DFFE_PP0N_ | 500
worst max register to register | row_cnt[0]$_DFF_PP0_ | key_down[65]$_DFFE_PP0N_ | 2420
worst min register to register | key_down[36]$_DFFE_PP0N_ | key_down[36]$_DFFE_PP0N_ | 500
max in group asynchronous | reset | key_down[80]$_DFFE_PP0N_ | 2460
min in group asynchronous | reset | key_down[58]$_DFFE_PP0N_ | 870
[synthesized netlist by cell type]
| library cell | number |
|---|---|
| sky130_fd_sc_hd__ha_1 | 5 |
| sky130_fd_sc_hd__buf_12 | 1 |
| sky130_fd_sc_hd__buf_2 | 4 |
| sky130_fd_sc_hd__dfrtp_1 | 106 |
| sky130_fd_sc_hd__mux2_4 | 10 |
| sky130_fd_sc_hd__buf_6 | 4 |
| sky130_fd_sc_hd__nand3_1 | 5 |
| sky130_fd_sc_hd__buf_4 | 1 |
| sky130_fd_sc_hd__o21a_1 | 1 |
| sky130_fd_sc_hd__mux2_2 | 92 |
| sky130_fd_sc_hd__inv_1 | 4 |
| sky130_fd_sc_hd__nand2b_4 | 3 |
| sky130_fd_sc_hd__mux2_1 | 1 |
| sky130_fd_sc_hd__nor2b_1 | 1 |
| sky130_fd_sc_hd__dfxtp_1 | 21 |
| sky130_fd_sc_hd__nand2_2 | 2 |
| sky130_fd_sc_hd__nand2_1 | 1 |
| sky130_fd_sc_hd__nor2_1 | 2 |
[layer usage]
metal  global-route usage, %  wire (um)  vias to the layer above
li1                        -          -                     1215
met1                    29.6       4490                     1355
met2                    24.5       4190                       93
met3                    6.56        820                        6
met4                    1.74         59                        0
met5                       0          0                        -
[registers in the layout (all words and copies together), names as in the netlist]
name / count
row_cnt: 3
key_down: 103
col_sync: 21
[through the flow]
step / hold WS [ps] / utilization (%) / total power [mW]
finish: 496 / 60.1 / 2.97
global route: 510 / 60.1 / 3.10
CTS: 504 / 60.1 / 3.01
detailed placement: 485 / 54.6 / 1.53
global placement: 482 / 54.6 / 1.53
floorplan: 439 / - / 1.38
[cell type report]
class | instances | area (sq um)
clock buffers | 18 | 439
clock inverters | 14 | 165
fillers | 880 | 4360
inverters | 4 | 17.5
multi-input cells | 123 | 1360
flip-flops and latches | 127 | 3070
well taps | 140 | 175
repair buffers | 135 | 1340
[cell families (layout without fill, tap and decap cells)]
| logic type | count (synthesis) | count (layout) | synth area share (%) |
|---|---|---|---|
| mux | 103 | 103 | 26.3 |
| buf+inv | 14 | 171 | 2.37 |
| flops | 127 | 127 | 67.6 |
| simple gates | 14 | 14 | 2.12 |
| compound gates | 1 | 1 | 0.165 |
| fa+ha+maj | 5 | 5 | 1.38 |
[worst reg2reg max path, cell delays in order (launching register included)]
cell and delay [ps]:
sky130_fd_sc_hd__dfrtp_1 410, sky130_fd_sc_hd__inv_1 100, sky130_fd_sc_hd__ha_1 290, sky130_fd_sc_hd__nand2_2 450
sky130_fd_sc_hd__mux2_2 410
Power is estimated from default activity; no workload was simulated.
